==> flow/design.v <==
interface counter_if (clk);
    parameter WIDTH = 4;
    logic rst_n, load_n, up_down, ce;
    logic [WIDTH-1:0] data_load, count_out;
    logic max_count, zero;
    input bit clk;
    modport DUT (input clk, rst_n, load_n, up_down, ce, data_load, output count_out, max_count, zero);
    modport TEST (output rst_n, load_n, up_down, ce, data_load, input clk, count_out, max_count, zero);
endinterface
interface FIFO_if (input bit clk);
parameter FIFO_WIDTH = 16;
parameter FIFO_DEPTH = 8;
logic [FIFO_WIDTH-1:0] data_in;
logic rst_n, wr_en, rd_en;
logic [FIFO_WIDTH-1:0] data_out;
logic wr_ack, overflow;
logic full, empty, almostfull, almostempty, underflow;
modport DUT (input clk, data_in, rst_n, wr_en, rd_en, output data_out, wr_ack, overflow, full, empty, almostfull, almostempty, underflow);
modport TEST (input clk, data_out, wr_ack, overflow, full, empty, almostfull, almostempty, underflow, output data_in, rst_n, wr_en, rd_en);
modport MONITOR (input clk, data_in, rst_n, wr_en, rd_en, data_out, wr_ack, overflow, full, empty, almostfull, almostempty, underflow);
endinterface 
module counter (clk, rst_n, load_n, up_down, ce, data_load, count_out, max_count, zero);
parameter WIDTH = 4;
input clk;
input rst_n;
input load_n;
input up_down;
input ce;
input [WIDTH-1:0] data_load;
output reg [WIDTH-1:0] count_out;
output max_count;
output zero;
always @(posedge clk) begin
    if (!rst_n)
        count_out <= 0;
    else if (!load_n)
        count_out <= data_load;
    else if (ce) begin
        if (up_down)
            count_out <= count_out + 1;
        else
            count_out <= count_out - 1;
    end
end
assign max_count = (count_out == {WIDTH{1'b1}}) ? 1 : 0;
assign zero      = (count_out == 0) ? 1 : 0;
endmodule
==> flow/run.sh <==
#!/bin/bash
# OpenROAD 26Q1-2900-gdf79404cd8, Yosys 0.63+post, stock flow scripts
make -C /OpenROAD-flow-scripts/flow DESIGN_CONFIG=/design/flow/config.mk WORK_HOME=/design/flow/orfs finish
==> flow/config.mk <==
export PLATFORM = sky130hd
export DESIGN_NAME = counter
export DESIGN_NICKNAME = counter
export VERILOG_FILES = /design/flow/design.v
export SDC_FILE = /design/flow/constraint.sdc
export NUM_CORES = 4
export LEC_CHECK = 1
export CORE_AREA = 10 10 70 70
export DIE_AREA = 0 0 80 80
==> flow/constraint.sdc <==
current_design counter

set clk_period 3.0
set clk_io_pct 0.2

create_clock -name clk0 -period $clk_period [get_ports {clk}]

set non_clock_inputs [all_inputs -no_clocks]
set_input_delay [expr $clk_period * $clk_io_pct] -clock clk0 $non_clock_inputs
set_output_delay [expr $clk_period * $clk_io_pct] -clock clk0 [all_outputs]
==> flow_results.org <==
#+TITLE: Synthesis and PnR summary

** Cells and area
- Share of post-route cells with drive strength above 1 :: 0.1020
- Ranked by flip-flop count, first place goes to count_out.
- The largest registers in the layout are count_out: 4 flops.
- In this run the layout overhead on the synthesized area is reported as 65.86%.
- Measured on the finished design, the core utilization comes to 0.1513.
- Flip-flop count of the largest register after layout :: 4

** Logic synthesis
- Summing every instance area after synthesis gives 311.5 sq um.
- Total number of yosys warnings :: 1
- Synthesized area divided by synthesized cell count :: 9.163 sq um
- The share of the Yosys chip area taken by registers is 0.2570.
- In the Yosys stats the netlist draws on 21 distinct library cells.
- Counting flops with a built-in enable in the synthesized netlist gives 0.
- Per the Yosys statistics, synthesis produced 34 cells.
- Once synthesis finished, the tally of register bits stood at 4.
- Post-synthesis instance total :: 34
- Synthesized chip area reported by yosys :: 311.5 sq um
- Post-synth top flop :: sky130_fd_sc_hd__dfxtp_1
- Share of flip-flops with an asynchronous set or reset :: 0

** Clocking
- The longest clock path from root to sink contains 2 buffers.
- Gates resized during post-CTS repair numbered 0.
- Clock Sinks :: 4
- TritonCTS built the clock tree.
- Hold repair after CTS inserted 0 buffers.
- As reported, the later end of the worst-skew pair has a clock insertion delay of 0.23 ns.
- Clock tree synthesis inserted a total of 3 buffers.
- Looking at the clock tree report, the H-tree level count equals 1.
- Number of setup buffers added after CTS :: 0
- The cell sitting at the root of the clock tree is a sky130_fd_sc_hd__clkbuf_4.
- Clock-pin slew was measured on the worst setup and hold paths at 0.04 ns.

** Floorplan
- According to the I/O placement log, the pin count is 15.
- According to the floorplan report, the placeable core area is 3416 sq um.
- The report lists the number of standard-cell rows as 21.
- The die is 80 um wide.
- Height of the die :: 80 um
- Effective utilization at floorplan :: 0.09121
- Total Die Area :: 6400 sq um

** Detailed routing
- Remaining antenna violation count after routing :: 0
- The routed design has 918 um of wire.
- Per the detail_route report, vias per standard cell equal 3.147.
- The repair_antennas step left the layout with diodes totalling 0.
- Pre-antenna DRT Iters :: 2
- Number of remaining DRC errors :: 0
- In the final routed layout, each cell accounts on average for 9.663 um.
- For this block, the initial DRC count from the detailed router was 8.
- Total vias in the final route :: 299

** Worst setup path
- Maximum fanout count along the critical path :: 6
- The timing report gives the worst reg2reg path a setup slack of 1.65 ns.
- CP endpoint kind :: output pin
- Looking at the setup timing report, the critical path kind is reg2out.
- Startpoint kind of the worst setup timing path :: flop
- Critical path data required time :: 2.40 ns
- STA puts the critical path data arrival time at 1.38 ns.

** GRT
- Vias in the first global route :: 296
- Initial antenna violation count :: 0
- Total track usage :: 0.02947
- Wire length of the first global-routing pass :: 1435 um
- Maximum number of pins on one net before global-route repair :: 11
- The global route stage reports its total congestion overflow as 0.

** Final timing
- The last timing report of the flow puts the setup violation total at 0.
- On the final layout, the worst hold slack is 0.6073 ns.
- Accumulated negative setup slack :: 0 ns
- Slew Limit Fails :: 0
- In this build the clock could be raised as far as 505.2 MHz.
- Final Hold Violation Tally :: 0
- In the final run the clock tree shows a worst skew of 0.001558 ns.
- For the pin with the worst max-slew slack, the measured transition is 0.3208 ns.
- Setup repair after global routing missed its margin :: no
- Of the available clock period, the critical path in the final layout requires 0.6598.
- Normalized max-slew margin :: 0.7855
- Time the final worst path needs with I/O delays and setup :: 1.979 ns

** Power and ir drop
- Looking at the VDD voltage map, the peak drop is 0.1003 mV.
- Per the OpenROAD power report, leakage power amounts to 0.1882 nW.
- In this run the power density over the cells is 366.9 nW/um^2.

** Outcome
- Status :: finished clean

** Flow run
- Max capacitance violation total :: 0
- OpenROAD warning count :: 25

** Worst hold path
- Class of the tightest hold or removal check :: reg2reg

** Placement
- RePlAce ended its routability-driven mode at a weighted congestion of 0.7406.
- In the placement report, post-DP HPWL is listed as 810.3 um.
- The placement report lists the number of port buffers as 14.
worst max-delay path, stage by stage (launching register included):
cell and delay (ns):
sky130_fd_sc_hd__dfxtp_1 0.35, sky130_fd_sc_hd__nor4_1 0.28, sky130_fd_sc_hd__clkdlybuf4s50_1 0.52
cell usage in the layout, fill, tap and decap left out:
master                            synthesis  routed
sky130_fd_sc_hd__nor4_1                   1       1
sky130_fd_sc_hd__nand3b_1                 1       1
sky130_fd_sc_hd__o21ai_0                  1       1
sky130_fd_sc_hd__nand2_1                  1       1
sky130_fd_sc_hd__inv_1                    2       2
sky130_fd_sc_hd__or2b_2                   1       1
sky130_fd_sc_hd__clkdlybuf4s50_1          0      14
sky130_fd_sc_hd__and4_1                   1       1
sky130_fd_sc_hd__xnor2_1                  2       2
sky130_fd_sc_hd__fa_1                     1       1
sky130_fd_sc_hd__and4_4                   1       1
sky130_fd_sc_hd__a311o_1                  1       1
sky130_fd_sc_hd__dfxtp_1                  4       4
sky130_fd_sc_hd__xor2_1                   1       1
sky130_fd_sc_hd__nor2_1                   3       3
sky130_fd_sc_hd__nand3_1                  2       2
sky130_fd_sc_hd__a211oi_1                 4       4
sky130_fd_sc_hd__ha_1                     2       2
sky130_fd_sc_hd__clkbuf_4                 0       3
sky130_fd_sc_hd__mux2i_1                  2       2
sky130_fd_sc_hd__a21oi_1                  1       1
synth_stat cells, types with 2 or more instances:
library cell / instances / area, sq um
sky130_fd_sc_hd__nand3_1: 2 / 10.01
sky130_fd_sc_hd__ha_1: 2 / 25.02
sky130_fd_sc_hd__mux2i_1: 2 / 20.02
sky130_fd_sc_hd__inv_1: 2 / 7.510
sky130_fd_sc_hd__xnor2_1: 2 / 17.52
sky130_fd_sc_hd__nor2_1: 3 / 11.26
sky130_fd_sc_hd__a211oi_1: 4 / 30.03
sky130_fd_sc_hd__dfxtp_1: 4 / 80.08
per-layer routing:
metal / share of wire / GRT usage / up-vias
met5: 0 / 0 / -
met4: 0.0054 / 0.003521 / 0
met3: 0.085 / 0.02273 / 2
met2: 0.49 / 0.04575 / 8
met1: 0.41 / 0.03209 / 133
li1: - / - / 156
stage by stage:
step	instance area (sq um)	setup WS, ns	cells	power, mW
finish	516.7	1.021	95	0.1896
global route	516.7	0.9240	95	0.2038
CTS	516.7	1.005	95	0.1952
detailed placement	494.2	0.7850	92	0.1257
global placement	494.2	0.7995	92	0.1251
floorplan	311.5	1.376	34	0.09426
power by group:
part           leakage (nW)  switching, mW  internal (mW)  total [mW]
Combinational         0.141         0.0199         0.0371      0.0570
Sequential           0.0333        0.00766         0.0588      0.0664
Clock                0.0138         0.0214         0.0447      0.0661
cell families (layout without fill, tap and decap cells):
kind of cell,count (synthesis),count (layout),synth area share
simple gates,11,11,0.2169
compound gates,7,7,0.1606
flops,4,4,0.2570
buf+inv,4,19,0.07228
fa+ha+maj,3,3,0.1446
xor+xnor,3,3,0.08435
mux,2,2,0.06426
worst paths after layout:
path                                    end                       from  cells after the start
setup / recovery                       zero  count_out[1]$_SDFFE_PN0P_                      2
hold / removal    count_out[2]$_SDFFE_PN0P_  count_out[2]$_SDFFE_PN0P_                      2
setup reg to reg  count_out[3]$_SDFFE_PN0P_  count_out[2]$_SDFFE_PN0P_                      4
hold reg to reg   count_out[2]$_SDFFE_PN0P_  count_out[2]$_SDFFE_PN0P_                      2
final cells by class:
| type | instances | area, sq um |
|---|---|---|
| timing repair buffer | 14 | 140.1 |
| sequential | 4 | 80.08 |
| multi-input combinational | 26 | 209.0 |
| clock buffer | 3 | 22.52 |
| tap | 46 | 57.56 |
| inverter | 2 | 7.507 |
| fill | 399 | 2899 |
No activity file was given, so power comes from the tool's default toggle rates.
