==> flow/design.v <==
interface counter_if (clk);
    parameter WIDTH = 4;
    logic rst_n, load_n, up_down, ce;
    logic [WIDTH-1:0] data_load, count_out;
    logic max_count, zero;
    input bit clk;
    modport DUT (input clk, rst_n, load_n, up_down, ce, data_load, output count_out, max_count, zero);
    modport TEST (output rst_n, load_n, up_down, ce, data_load, input clk, count_out, max_count, zero);
endinterface
interface FIFO_if (input bit clk);
parameter FIFO_WIDTH = 16;
parameter FIFO_DEPTH = 8;
logic [FIFO_WIDTH-1:0] data_in;
logic rst_n, wr_en, rd_en;
logic [FIFO_WIDTH-1:0] data_out;
logic wr_ack, overflow;
logic full, empty, almostfull, almostempty, underflow;
modport DUT (input clk, data_in, rst_n, wr_en, rd_en, output data_out, wr_ack, overflow, full, empty, almostfull, almostempty, underflow);
modport TEST (input clk, data_out, wr_ack, overflow, full, empty, almostfull, almostempty, underflow, output data_in, rst_n, wr_en, rd_en);
modport MONITOR (input clk, data_in, rst_n, wr_en, rd_en, data_out, wr_ack, overflow, full, empty, almostfull, almostempty, underflow);
endinterface 
module ALU (
    input clk,
    input reset,
    input [1:0] Opcode,     
    input signed [3:0] A,   
    input signed [3:0] B,   
    output reg signed [4:0] C  
);
    reg signed [4:0] Alu_out;    
    localparam Add = 2'b00;    
    localparam Sub = 2'b01;    
    localparam Not_A = 2'b10;  
    localparam ReductionOR_B = 2'b11;  
    always @* begin
        case (Opcode)
            Add:        Alu_out = A + B;
            Sub:        Alu_out = A - B;
            Not_A:      Alu_out = ~A;
            ReductionOR_B: Alu_out = |B;
            default:    Alu_out = 5'b0;
        endcase
    end
    always @(posedge clk or posedge reset) begin
        if (reset)
            C <= 5'b0;
        else
            C <= Alu_out;
    end
endmodule
==> flow/run.sh <==
#!/bin/bash
# OpenROAD 26Q1-2900-gdf79404cd8, Yosys 0.63+post, stock flow scripts
make -C /OpenROAD-flow-scripts/flow DESIGN_CONFIG=/design/flow/config.mk WORK_HOME=/design/flow/orfs finish
==> flow/config.mk <==
export PLATFORM = sky130hd
export DESIGN_NAME = ALU
export DESIGN_NICKNAME = ALU
export VERILOG_FILES = /design/flow/design.v
export SDC_FILE = /design/flow/constraint.sdc
export NUM_CORES = 4
export LEC_CHECK = 1
export CORE_AREA = 10 10 70 70
export DIE_AREA = 0 0 80 80
==> flow/constraint.sdc <==
current_design ALU

set clk_period 1.0
set clk_io_pct 0.2

create_clock -name clk0 -period $clk_period [get_ports {clk}]

set non_clock_inputs [all_inputs -no_clocks]
set_input_delay [expr $clk_period * $clk_io_pct] -clock clk0 $non_clock_inputs
set_output_delay [expr $clk_period * $clk_io_pct] -clock clk0 [all_outputs]
==> impl_metrics.csv <==
group,metric,value,unit
logic_synthesis,synthesis.instances,58,
placed_design,place.gp.congestion,0.8296,
drt,first_pass_iters,3,
global_routing,grt_first_pass_wirelength,2359,µm
floorplanning,io-pin-count,17,
cts,clock-sinks,5,
floorplanning,die_h,80,µm
drt,num_antenna_cells,0,
hold_path,hp-class,"in -> async",
cts,cts_max_level,1,
critical_path,critical_path_arrival,1.87,ns
job,warning_count,28,
sta,finalSetupViolations,4,
drt,drt_iter0_markers,16,
floorplanning,coreArea,3416,µm²
job,cap_viol_max_count,0,
power,p_leak,0.4626,nW
logic_synthesis,syn_area_per_cell,8.694,µm²
power,ir_drop,0.2508,mV
global_routing,grt_max_degree,9,
cts,root_buffer,"clkbuf_4",
critical_path,cpPeakStageDelay,0.33,ns
critical_path,path_cells,"buf_6, buf_6, nor2b_4, nor2_2, xnor2_2, ha_1, a21o_1, a21oi_2, mux2_4, nand3_2",
sta,max_slew_margin,0.7942,
sta,rsz0062_at_grt,"true",
critical_path,critPathRequiredTime,1.17,ns
critical_path,path_max_fanout,3,
logic_synthesis,synth_seq_share,0.2481,
power,finalPower,1.015,mW
logic_synthesis,yosys-top-cells-area,"dfrtp_1 (25%), ha_1 (12%), inv_1 (6.0%), fa_1 (4.0%), nor2b_1 (3.7%)",
cts,numCtsBuffers,3,
finish,reg.largest.list,"C x5",
drt,vias,556,
logic_synthesis,ys_cells,58,
drt,drc,0,
critical_path,cpMaxStageDelayCell,"mux2_4",
floorplanning,fp-utilization,0.1476,
global_routing,grt_overflow_total,0,
outcome,status,"finished with violations",
logic_synthesis,synth_cell_types,30,
cts,clock_tree.buffer_depth,2,
logic_synthesis,synth_top_area_share,0.2481,
cts,cts.hold.buffers_added,0,
logic_synthesis,yosys_area,504.2,µm²
cts,clkTransAtPathRegs,0.04,ns
sta,slew_violations,0,
cts,cts_tree,"built",
placed_design,placed_cell_area,879.6,µm²
finish,drive_above_1_share,0.5773,
drt,ant_nets,0,
critical_path,worst_setup_path_end_kind,"flip-flop",
finish,area_delta_synth_final,109.9,%
logic_synthesis,yosysTopAreaCell,"dfrtp_1",
finish,final.fill_count,356,
sta,fin_crit_sh,1.702,
critical_path,path_class,"in -> reg",
finish,mostFrequentLayoutCell,"buf_4",
global_routing,antenna_found_initial,0,
placed_design,dp_hpwl,1186,µm
power,p_per_area,958.5,nW/µm²
finish,final_cell_mix,"buf_4 (14), buf_6 (8), dfrtp_1 (5), inv_2 (5), clkdlybuf4s15_1 (5)",
sta,finalHoldViolations,0,
global_routing,grt_pass1_vias,555,
sta,tightest_slew,0.3046,ns
global_routing,track_usage,0.04390,
sta,min_period,1.702,ns
sta,layout_setup_ws,-0.7022,ns
logic_synthesis,mappedNetlistArea,504.2,µm²
sta,clock.fmax,0.5875,GHz
floorplanning,die_w,80,µm
floorplanning,dieArea,6400,µm²
logic_synthesis,ys_seq_elements,5,
drt,vias_per_cell,3.888,
outcome,violations,"setup timing",
floorplanning,rows,21,
critical_path,crit_top_cell,"buf_6",
drt,wire_per_inst,10.41,µm
critical_path,critPathLaunchType,"input port",
placed_design,io_buffers,16,
finish,top_register,"C",
logic_synthesis,yosysWarnings,1,
drt,routed_wl,1488,µm
finish,fin_area,1059,µm²
finish,largest_reg_flops,5,
synthesized netlist by cell type:
cell	count
xor2_1	2
a21oi_1	3
nand3b_1	1
and3_1	1
nor2b_1	3
dfrtp_1	5
mux2i_1	1
nand2b_1	2
buf_2	1
fa_1	1
inv_1	8
nor2_1	3
o22ai_1	2
o21ai_0	1
or2_0	1
o31ai_1	1
a2111oi_0	1
a21o_1	1
mux2_1	1
o32ai_1	1
o21ba_1	1
ha_1	5
o21ai_1	2
nand2_1	1
a2111oi_1	1
nand3_1	2
xnor2_1	2
a221oi_1	1
o211ai_1	2
nor4bb_1	1
layout make-up:
class	count	area, µm²	share of cell area
Multi-Input combinational cell	44	488.0	0.4610
Timing Repair Buffer	36	329.1	0.3109
Sequential cell	5	125.1	0.1182
Tap cell	46	57.56	0.05437
Inverter	8	32.53	0.03073
Clock buffer	4	26.28	0.02482
critical path: cells and delay by family:
family	cells	cell delay, ns
simple gates	3	0.25
fa+ha+maj	1	0.30
mux	1	0.33
compound gates	2	0.47
buf+inv	2	0.20
xor+xnor	1	0.12
metrics by stage:
stage / hold slack (ns) / TNS [ns] / std cells / worst slack [ns] / util
after floorplan: -0.02148 / -2.285 / 58 / -0.8547 / -
after global placement: 0.4109 / -5.035 / 134 / -1.362 / 0.2575
after detailed placement: 0.4086 / -5.117 / 134 / -1.398 / 0.2575
after CTS: 0.1584 / -1.708 / 141 / -0.6753 / 0.2919
after global routing: 0.1787 / -2.004 / 143 / -0.8007 / 0.3099
final: 0.1611 / -1.762 / 143 / -0.7022 / 0.3099
cells by family after synthesis:
group	Yosys count	share of synthesized area
XOR/XNOR	4	0.06949
buffers and inverters	9	0.06947
AND-OR/OR-AND	17	0.2357
multiplexers	2	0.04218
flip-flops	5	0.2481
AND/OR/NAND/NOR	15	0.1712
adder cells (fa/ha/maj)	6	0.1638
timing repair:
item	in CTS	in global routing
setup endpoints to repair	10	4
gates resized	58	10
pin swaps	17	9
cloned	0	0
setup buffers	3	2
endpoints found under the hold margin	0	0
routing by layer:
layer / vias to the layer above / wire, µm / global-route usage
li1: 286 / - / -
met3: 2 / 150 / 0.01932
met5: - / 0 / 0
met2: 16 / 592 / 0.06100
met1: 252 / 730 / 0.06036
met4: 0 / 15 / 0.01056
report_power, final:
group / switching, mW / internal [mW] / leakage (nW) / total [mW]
Combinational: 0.229 / 0.323 / 0.387 / 0.552
Clock: 0.0716 / 0.150 / 0.0150 / 0.222
Sequential: 0.00669 / 0.235 / 0.0610 / 0.241
final timing paths:
path	startpoint	end	slack [ns]	cells after the start
max	Opcode[1]	C[4]$_DFF_PP0_	-0.70	10
min	reset	C[2]$_DFF_PP0_	0.16	2
max in group asynchronous	reset	C[0]$_DFF_PP0_	0.68	2
min in group clk0	B[0]	C[0]$_DFF_PP0_	0.40	4
Power figures rest on the tool's default switching activity, not on a simulated workload.
