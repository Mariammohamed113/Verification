[run.sh]
#!/bin/bash
# OpenROAD 26Q1-2900-gdf79404cd8, Yosys 0.63+post, stock flow scripts
make -C /OpenROAD-flow-scripts/flow DESIGN_CONFIG=/design/flow/config.mk WORK_HOME=/design/flow/orfs finish
[config.mk]
export PLATFORM = sky130hd
export DESIGN_NAME = DSP
export DESIGN_NICKNAME = DSP
export VERILOG_FILES = /design/flow/design.v
export SDC_FILE = /design/flow/constraint.sdc
export NUM_CORES = 4
export LEC_CHECK = 1
export CORE_UTILIZATION = 40
[constraint.sdc]
current_design DSP

set clk_period 11.6
set clk_io_pct 0.2

create_clock -name clk0 -period $clk_period [get_ports {clk}]

set non_clock_inputs [all_inputs -no_clocks]
set_input_delay [expr $clk_period * $clk_io_pct] -clock clk0 $non_clock_inputs
set_output_delay [expr $clk_period * $clk_io_pct] -clock clk0 [all_outputs]
[design.v]
interface counter_if (clk);
    parameter WIDTH = 4;
    logic rst_n, load_n, up_down, ce;
    logic [WIDTH-1:0] data_load, count_out;
    logic max_count, zero;
    input bit clk;
    modport DUT (input clk, rst_n, load_n, up_down, ce, data_load, output count_out, max_count, zero);
    modport TEST (output rst_n, load_n, up_down, ce, data_load, input clk, count_out, max_count, zero);
endinterface
interface FIFO_if (input bit clk);
parameter FIFO_WIDTH = 16;
parameter FIFO_DEPTH = 8;
logic [FIFO_WIDTH-1:0] data_in;
logic rst_n, wr_en, rd_en;
logic [FIFO_WIDTH-1:0] data_out;
logic wr_ack, overflow;
logic full, empty, almostfull, almostempty, underflow;
modport DUT (input clk, data_in, rst_n, wr_en, rd_en, output data_out, wr_ack, overflow, full, empty, almostfull, almostempty, underflow);
modport TEST (input clk, data_out, wr_ack, overflow, full, empty, almostfull, almostempty, underflow, output data_in, rst_n, wr_en, rd_en);
modport MONITOR (input clk, data_in, rst_n, wr_en, rd_en, data_out, wr_ack, overflow, full, empty, almostfull, almostempty, underflow);
endinterface 
module DSP(A, B, C, D, clk, rst_n, P);
parameter OPERATION = "ADD";
input [17:0] A, B, D;
input [47:0] C;
input clk, rst_n;
output reg [47:0] P;
reg [17:0] A_reg_stg1, A_reg_stg2, B_reg, D_reg;
reg [47:0] C_reg;
reg [35:0] mult_out;
always @(posedge clk or negedge rst_n) begin
    if (!rst_n) begin
        A_reg_stg1 <= 0;
        A_reg_stg2 <= 0;
        B_reg <= 0;
        D_reg <= 0;
        C_reg <= 0;
        mult_out <= 0;
        P <= 0;
    end
    else begin
        A_reg_stg1 <= A;
        A_reg_stg2 <= A_reg_stg1;
        B_reg <= B;
        C_reg <= C;
        D_reg <= D;
        if (OPERATION == "ADD") begin
            mult_out <= A_reg_stg2 * B_reg;
            P <= mult_out + C_reg;
        end
        else if (OPERATION == "SUBTRACT") begin
            mult_out <= A_reg_stg2 * B_reg;
            P <= mult_out - C_reg;
        end
    end
end
endmodule
==> writeup.txt <==
The run gives 0 for the number of gates resized after cts. With the static leakage at 9.90 nW, the share of layout cells above drive strength 1 is 2.60%. The cell at the slowest stage of the critical path was dfrtp_1. The run reported a max-capacitance violation count of 0. Looking at the reg2reg group, the worst path ends at mult_out[35]$_DFF_PN0_. Once the clock tree was built, the setup fixing pass inserted 0 buffers. The clock reaches the later pin of the worst-skew pair after 0.48 ns. The number of antenna violations at the first check in global routing was 1; the count of standard-cell rows was 76. The tools report the met2 wirelength from detailed routing as 16500 um. Yosys instantiated no cell more often than inv_1. Detailed routing placed a total of 3570 um of wire on met3. The timing report notes that buffer and inverter cells on the critical path total 5.

The placement summary gives the final routability congestion estimate as 0.903. The clock arrives with 0.0132 ns of skew. 152 I/O pins were placed. STA shows the worst reg2reg path with a cell count of 22. Per the synthesis report, the number of distinct cell types is 56. The highest routing layer actually used is met5. The tools report the sum of overflow across all layers after global routing as 0. TritonCTS built the clock tree. The run gives 12300 for the number of global-route vias before repair.

The hold violation count in the final report was 0. The most used flip-flop cell after synthesis is dfrtp_1. The post-synth count of flops with an enable pin is 0. Derived from the worst setup path, the maximum achievable clock frequency is 152 MHz. Average wire per cell in the routed design: 15.7 um. The startpoint of the lowest-slack hold path was A_reg_stg1[0]$_DFF_PN0_. The cell sequence reported for the critical path is nand2_1 > fa_1 > inv_1 > fa_1 > inv_1 > fa_1 > inv_1 > fa_1 > fa_1 > inv_1 > fa_1 > inv_1 > ha_1 > nand4_1 > nor3_1 > o211ai_1 > o2111ai_1 > a31oi_1 > o21ai_0 > a31oi_1 > a31oi_1 > xnor2_1. The routed layout has 11900 vias. Before placement the cells fill 40.6% of the core. The final standard cell count with taps included and fillers excluded came out at 2468. With the setup TNS at 0 ns, the total tool warning count is 45. For the worst reg-to-reg path, the startpoint reported by OpenROAD is A_reg_stg2[7]$_DFF_PN0_. The worst pin sits at a relative slew slack of 37.8%. The share of the Yosys chip area taken by registers is 26.5%. The total count of max-transition violations in the final report is 0. Once placement completed, the tool counted placed cells totaling 2435.

By area the synthesized netlist is led by fa_1, dfrtp_1, ha_1, inv_1, and2_1. The fraction of registers with async set/reset was 100%; the minimum clock period was 6.60 ns. CTS added clock buffers totalling 17. Per STA, the library cell used most along the worst path is fa_1. The run gives 1762 for the instance tally after logic synthesis. The H-tree depth is 4, and the number of port buffers is 133. The run gives 733 for the number of DRC violations after detailed-routing iteration 0. The wire length after detailed routing was 38800 um. The tools report the source of the critical timing path as A_reg_stg2[7]$_DFF_PN0_.

For the fill cell total of the finished layout, the log shows 3939. STA lists the maximum fanout along the critical path as 18. Yosys synthesis chip area: 0.0175 mm^2. The critical path start-end classification is flip-flop to flip-flop. Number of instances on the worst hold path: 0. The kind of cell adding the most delay to the critical path was adder cells.

The floorplan step set the die width to 211 um. For the total cells reported by yosys after synthesis, the log shows 1762. The clock tree has to reach 186 sinks.

The longest incremental delay of any stage on the critical path is reported as 0.88 ns. Sort of element at the start of the critical path: a flip-flop. The global routing report lists combined usage of all routing layers as 19.4%. Walking the critical path from launch to capture passes 22 cell instances. The ratio of total power to cell area is 309 mW/mm^2, and the number of hold buffers added after CTS is 0. The clock passes through at most 2 buffers. The mapped netlist covers 0.0175 mm^2.

Once layout is complete, the utilization of the core stands at 46.6%. In the final routing, the length of wire on met1 measures 17900 um. In the final report, the number of endpoints failing setup comes to 0. The largest net degree at the start of global routing was 113; the share of the cycle needed by the critical path after routing was 56.9%. The flow ran to the end, and the final reports show no timing, DRC or antenna violations. Relative to the synthesized area, the layout overhead comes to 14.6%. In this run the worst hold path is classified as flip-flop to flip-flop. In the routed design, unresolved DRC markers number 0. Sorting the synthesized cells by how often they occur yields inv_1, fa_1, nand2_1, dfrtp_1.

Setup repair after global routing left no endpoint under its margin. The cell at the root of the clock tree was clkbuf_16. Per the power-grid run, VDD falls by no more than 0.212 mV.

The tools report the critical path capture point type as a flip-flop. After detailed routing, the number of vias per cell comes to 4.80. The post-synthesis cell type with the largest combined area is fa_1. For the worst path required time, the log shows 11.96 ns. The worst-case reg-to-reg setup slack stands at 5.00 ns. Data arrival time of the critical path: 6.96 ns. The global-route wire length before repair is 64100 um, and the die boundary height is 211 um.

The HPWL after detailed placement is 28900 um. The run gives 186 for the synthesis-stage register bit count. The run gives 0.07 ns for the clock slew at the register clock pins of the worst setup and hold paths. With the number of warnings reported in the yosys synthesis log at 1, the floorplan die area is 0.0447 mm^2. A synthesized cell averages 9.96 um^2. The area share of the leading cell type in the synthesized netlist was 29.3%; the remaining number of nets flagged by the antenna check after routing was 0.

The run gives 0.0432 mm^2 for the area of the core region. The worst hold path terminates at A_reg_stg2[0]$_DFF_PN0_. The first TritonRoute pass finished after 5 iterations. For the pin with the worst max-slew slack, the measured transition is 0.933 ns.
[metal layers]
layer | global-route usage [%] | vias up
met5 | 1.67 | -
met4 | 2.75 | 2
met3 | 8.29 | 51
met2 | 27.5 | 388
met1 | 29.5 | 5753
li1 | - | 5664
[worst max path at each step]
stage | end
finish | mult_out[35]$_DFF_PN0_
global route | mult_out[33]$_DFF_PN0_
CTS | mult_out[35]$_DFF_PN0_
[cells by family after synthesis]
kind of cell,Yosys count,share of synthesized area (%)
simple gates,500,13.9
fa+ha+maj,403,39.7
buf+inv,400,8.56
compound gates,212,8.18
flops,186,26.5
xor+xnor,60,3.00
mux,1,0.0571
[metrics by stage]
step                total power, W  setup slack [ns]  instance area (um^2)  hold WS, ns
floorplan                  0.00454              5.65                 17500        0.331
global placement           0.00564              4.98                 19500        0.332
detailed placement         0.00564              5.01                 19500        0.335
CTS                        0.00630              4.98                 20100        0.350
global route               0.00706              4.54                 20100        0.355
finish                     0.00622              5.00                 20100        0.349
[where the power goes]
group / internal (W) / switching, W
sequential: 0.000871 / 0.0000814
combinational: 0.00207 / 0.00260
clock: 0.000325 / 0.000275
total: 0.00326 / 0.00296
[cell type report]
cell class | instances | area [um^2] | area share [%]
repair buffers | 142 | 1420 | 7.04
inverters | 346 | 1300 | 6.46
clock inverters | 14 | 183 | 0.909
multi-input cells | 1176 | 11400 | 56.6
diodes | 1 | 2.50 | 0.0124
well taps | 585 | 732 | 3.64
clock buffers | 18 | 429 | 2.14
flip-flops and latches | 186 | 4650 | 23.2
[placed cells by master (no fill, tap or decap), types with 14 or more instances in the layout]
| cell type | n |
|---|---|
| o21ai_0 | 29 |
| o21a_1 | 17 |
| xnor2_1 | 47 |
| fa_1 | 257 |
| and2_1 | 146 |
| clkdlybuf4s50_1 | 132 |
| ha_1 | 146 |
| nand2_1 | 223 |
| nor3_1 | 14 |
| nor2_1 | 47 |
| dfrtp_1 | 186 |
| nand3_1 | 18 |
| a21o_1 | 27 |
| clkbuf_16 | 17 |
| inv_1 | 346 |
| a21oi_1 | 62 |
Power and IR drop assume default switching activity.
